==> flow/design.v <==
`timescale 1ns / 1ps
module RAM(i_clk, i_rst, i_write_en, i_addr, i_write_data, o_read_data);
parameter DATA_W = 8;
parameter SIZE = 8;
parameter ADDR_W = 3;
input i_clk, i_rst, i_write_en;
input [ADDR_W-1:0] i_addr;
input [DATA_W-1:0] i_write_data;
output reg [DATA_W-1:0] o_read_data;
reg[DATA_W-1:0] mem[0:SIZE-1];
integer i;
always @ (posedge i_clk) begin
    if(i_rst) begin  
        for(i=0; i<SIZE; i=i+1) begin
            mem[i] <= 0;
        end
    end
    else begin
    if(i_write_en)
        mem[i_addr] <= i_write_data;
    else
        o_read_data <= mem[i_addr];
    end
end
endmodule
==> flow/run.sh <==
#!/bin/bash
# OpenROAD 26Q1-2900-gdf79404cd8, Yosys 0.63+post, stock flow scripts
make -C /OpenROAD-flow-scripts/flow DESIGN_CONFIG=/design/flow/config.mk WORK_HOME=/design/flow/orfs finish
==> flow/config.mk <==
export PLATFORM = sky130hd
export DESIGN_NAME = RAM
export DESIGN_NICKNAME = RAM
export VERILOG_FILES = /design/flow/design.v
export SDC_FILE = /design/flow/constraint.sdc
export NUM_CORES = 4
export LEC_CHECK = 1
export CORE_UTILIZATION = 50
==> flow/constraint.sdc <==
current_design RAM

set clk_period 3.5
set clk_io_pct 0.2

create_clock -name clk0 -period $clk_period [get_ports {i_clk}]

set non_clock_inputs [all_inputs -no_clocks]
set_input_delay [expr $clk_period * $clk_io_pct] -clock clk0 $non_clock_inputs
set_output_delay [expr $clk_period * $clk_io_pct] -clock clk0 [all_outputs]
==> flow_summary_export.csv <==
group,metric,value,unit
clock_network,clock.latency.late_pin,330,ps
clock_network,number_of_buffers_added_by_the_clock_tree_synthesis_step,9,
floorplan,floorplan.die.width,82.7,um
floorplan,design.core.area,6310,sq um
place,place_ws,596,ps
final_timing,time_the_worst_path_needs_with_i_o_delays_and_setup,2560,ps
worst_setup_path,crit_path_cell_trace,"clkdlybuf4s50_1, or3b_1, o21bai_1, buf_4",
final_timing,relSlewSlack,43.4,%
routing,antenna-diode-count,0,
yosys,postSynthRegisterBits,72,
final_timing,setup_violations,0,
clock_network,cts.root.buffer_cell,"sky130_fd_sc_hd__clkbuf_8",
run_status,status,"complete, no violations",
floorplan,die_h,82.7,um
power_and_ir_drop,leakagePower,1.18,nW
cells_and_area,area_growth_syn_to_layout,13.3,%
worst_setup_path,critPathCaptureType,"register",
global_route,grt_pass1_wl,10100,um
final_timing,timing.setup.tns,0,ps
worst_setup_path,cpPeakStageDelay,700,ps
routing,total_wire_length,6550,um
global_route,global_route.usage.total,23.4,%
worst_setup_path,critPathLaunchType,"input port",
yosys,enable_flop_cells,72,
final_timing,post-route-worst-setup-slack,939,ps
final_timing,worst_hold_slack,765,ps
worst_setup_path,timing.critical_path.required,3540,ps
cells_and_area,num-fill-cells,492,
worst_setup_path,worstSetupPathType,"in2reg",
clock_network,clock_tree.buffer_depth,2,
worst_setup_path,crit_path_max_fanout,21,
floorplan,io-pin-count,22,
clock_network,clkTransAtPathRegs,70,ps
final_timing,worst_slew_pin_slew,846,ps
routing,via_count,1866,
floorplan,floorplan.rows,29,
cells_and_area,final_layout_size_suffix_gt1_share,17.8,%
routing,detail_route.vias_per_cell,5.96,
yosys,synth_sequential_area_ratio,66.4,%
yosys,post_synth_num_cell_types,19,
place,dp_hpwl,4480,um
worst_setup_path,arrival,2600,ps
floorplan,initial_utilization,51.6,%
worst_setup_path,critical_path.n_buffers_inverters,2,
yosys,netlist.area_leader.share,66.4,%
yosys,syn_inst,203,
clock_network,cts_tree,"yes",
power_and_ir_drop,power.density,464,nW/um^2
clock_network,number_of_buffers_added_for_setup_after_cts,0,
yosys,synth_stat.cells,203,
run,cap_viol_max_count,0,
final_timing,drv_slew,0,
min_path,hp-class,"reg2reg",
floorplan,design.die.area,6840,sq um
final_timing,clock_skew,5.30,ps
yosys,synth_area_per_cell,16.0,sq um
final_timing,grt_setup_unrepaired,"false",
routing,drcViolationCount,0,
yosys,async_flop_share,0,%
routing,route.detailed.wl_per_inst,20.9,um
yosys,yosys-stat-area,3260,sq um
place,place.port_buffers,21,
final_timing,finalHoldViolations,0,
final_timing,min_period_over_period,73.2,%
yosys,synth_area,3260,sq um
yosys,ff_type,"sky130_fd_sc_hd__edfxtp_1",
global_route,largest_net_degree_at_the_start_of_global_routing,22,
worst_setup_path,critical_path.slowest_cell,"sky130_fd_sc_hd__or3b_1",
global_route,first_global_vias,1986,
yosys,netlist_top_cells_area,"sky130_fd_sc_hd__edfxtp_1, sky130_fd_sc_hd__nor3_1, sky130_fd_sc_hd__mux4_1, sky130_fd_sc_hd__mux4_2, sky130_fd_sc_hd__mux2_4",
cells_and_area,seqCellArea,2160,sq um
yosys,top_cells_by_count,"sky130_fd_sc_hd__edfxtp_1, sky130_fd_sc_hd__nor3_1, sky130_fd_sc_hd__buf_2",
clock_network,clock_tree.htree_level_count,3,
place,gp_congestion,0.823,
yosys,yosys.area.top_type,"sky130_fd_sc_hd__edfxtp_1",
clock_network,cts.sinks,72,
power_and_ir_drop,vdd_ir_drop_max,0.232,mV
routing,final_antenna_net_count,0,
routing,initialDrtViolationCount,133,
clock_network,cts-hold-fix-buffers,0,
yosys,synthMostInstantiatedCell,"sky130_fd_sc_hd__edfxtp_1",
global_route,global_route.overflow_total,0,
run,warnings,25,
yosys,synth-warning-count,1,
cells_and_area,final-comb-area,918,sq um
final_timing,clock.fmax,391,MHz
worst_setup_path,cp_top_family,"buffers and inverters",
global_route,antenna_found_initial,0,
clock_network,postCtsResizedCells,0,
routing,detailedRoute.firstPassIterationCount,4,
## metal layers
metal | track usage, % | share of wire [%]
met5 | 0 | 0
met4 | 4.48 | 1.9
met3 | 11.4 | 11
met2 | 32.9 | 45
met1 | 38.2 | 42
## worst reg2reg max path: cells and delay by family, from the launching register on
kind,cells,cell delay (ps)
muxes,2,870
DFF,1,380
## through the flow
| step | area (sq um) | std cells | utilization (%) | power [mW] |
|---|---|---|---|---|
| global route | 3690 | 313 | 58.5 | 1.77 |
| CTS | 3690 | 313 | 58.5 | 1.73 |
| floorplan | 3260 | 203 | - | 1.15 |
| finish | 3690 | 313 | 58.5 | 1.71 |
| global placement | 3540 | 298 | 56.1 | 1.21 |
| detailed placement | 3540 | 298 | 56.1 | 1.22 |
## flip-flops by register name, indices dropped and copies added (netlist names)
signal / cells
mem: 64
o_read_data: 8
## final timing paths
path	start	end	slack [ps]	cells past startpoint
max	i_rst	mem[3][1]$_SDFFCE_PN0P_	940	4
min	mem[5][5]$_SDFFCE_PN0P_	o_read_data[5]$_DFFE_PP_	770	2
max reg2reg	mem[2][3]$_SDFFCE_PN0P_	o_read_data[3]$_DFFE_PP_	2010	2
min reg2reg	mem[5][5]$_SDFFCE_PN0P_	o_read_data[5]$_DFFE_PP_	770	2
## placed cells by master (no fill, tap or decap)
cell | synthesis | routed
sky130_fd_sc_hd__edfxtp_1 | 72 | 72
sky130_fd_sc_hd__nor3_1 | 64 | 64
sky130_fd_sc_hd__or2_1 | 1 | 1
sky130_fd_sc_hd__clkbuf_8 | 0 | 9
sky130_fd_sc_hd__clkbuf_1 | 1 | 4
sky130_fd_sc_hd__clkinv_1 | 8 | 10
sky130_fd_sc_hd__o21bai_1 | 8 | 8
sky130_fd_sc_hd__nand3b_1 | 1 | 1
sky130_fd_sc_hd__nand2b_1 | 2 | 2
sky130_fd_sc_hd__or3b_1 | 1 | 1
sky130_fd_sc_hd__clkdlybuf4s50_1 | 0 | 21
sky130_fd_sc_hd__mux4_2 | 8 | 8
sky130_fd_sc_hd__nand2_1 | 1 | 1
sky130_fd_sc_hd__mux2_2 | 4 | 4
sky130_fd_sc_hd__mux4_1 | 8 | 8
sky130_fd_sc_hd__nor2_1 | 1 | 1
sky130_fd_sc_hd__buf_4 | 3 | 17
sky130_fd_sc_hd__mux2_4 | 4 | 4
## cells by family (layout without fill, tap and decap cells)
family | count (synthesis) | count (layout) | share of synthesized area [%]
DFF | 72 | 72 | 66.4
buffers and inverters | 28 | 61 | 5.45
muxes | 24 | 24 | 15.2
and+or+nand+nor | 71 | 71 | 11.1
AOI/OAI and AO/OA | 8 | 8 | 1.84
## final cells by class
type,count,share of cell area (%)
sequential,72,58.6
timing repair buffer,38,9.15
inverter,8,0.814
clock buffer,13,3.76
tap,77,2.61
multi-input combinational,103,24.9
clock inverter,2,0.203
## report_power, final
group	internal, mW	switching (mW)	leakage, nW
Combinational	0.0852	0.0910	0.420
Sequential	1.00	0.0148	0.689
Clock	0.250	0.267	0.0726
Total	1.34	0.372	1.18
Power and IR drop assume default switching activity.
